`flow/run.sh`:
```
#!/bin/bash
# OpenROAD 26Q1-2900-gdf79404cd8, Yosys 0.63+post, stock flow scripts
make -C /OpenROAD-flow-scripts/flow DESIGN_CONFIG=/design/flow/config.mk WORK_HOME=/design/flow/orfs finish
```
`flow/config.mk`:
```
export PLATFORM = sky130hd
export DESIGN_NAME = hub_logic
export DESIGN_NICKNAME = hub_logic
export VERILOG_FILES = /design/flow/design.v
export SDC_FILE = /design/flow/constraint.sdc
export NUM_CORES = 4
export LEC_CHECK = 1
export CORE_AREA = 10 10 102 102
export DIE_AREA = 0 0 112 112
```
`flow/constraint.sdc`:
```
current_design hub_logic

set clk_period 1.3
set clk_io_pct 0.2

create_clock -name clk0 -period $clk_period [get_ports {clk}]

set non_clock_inputs [all_inputs -no_clocks]
set_input_delay [expr $clk_period * $clk_io_pct] -clock clk0 $non_clock_inputs
set_output_delay [expr $clk_period * $clk_io_pct] -clock clk0 [all_outputs]
```
`flow/design.v`:
```
module hub_logic (
    input wire clk,
    input wire reset,
    input wire [47:0] port1_dest_mac,
    input wire [7:0] port1_payload,
    input wire port1_tx_valid,
    output reg [7:0] port1_tx_data,
    output reg port1_tx_ready,
    input wire [47:0] port2_dest_mac,
    input wire [7:0] port2_payload,
    input wire port2_tx_valid,
    output reg [7:0] port2_tx_data,
    output reg port2_tx_ready,
    input wire [47:0] port3_dest_mac,
    input wire [7:0] port3_payload,
    input wire port3_tx_valid,
    output reg [7:0] port3_tx_data,
    output reg port3_tx_ready
);
    always @(posedge clk or posedge reset) begin
        if (reset) begin
            port1_tx_ready <= 0;
            port2_tx_ready <= 0;
            port3_tx_ready <= 0;
        end else begin
            if (port1_tx_valid) begin
                port2_tx_data <= port1_payload;
                port3_tx_data <= port1_payload;
                port2_tx_ready <= 1;
                port3_tx_ready <= 1;
            end
            if (port2_tx_valid) begin
                port1_tx_data <= port2_payload;
                port3_tx_data <= port2_payload;
                port1_tx_ready <= 1;
                port3_tx_ready <= 1;
            end
            if (port3_tx_valid) begin
                port1_tx_data <= port3_payload;
                port2_tx_data <= port3_payload;
                port1_tx_ready <= 1;
                port2_tx_ready <= 1;
            end
        end
    end
endmodule
```
==> impl_metrics.env <==
# flow metrics
export IMPL_setup_worst_path_end_class="flop"
export IMPL_post_dp_hpwl_mm=2.74
export IMPL_postSynthCellCount=61
export IMPL_report_final_setup_viol=0
export IMPL_ant_nets=0
export IMPL_die_width_um=112
export IMPL_timing_critical_path_max_delay_family="buffers and inverters"
export IMPL_count_of_standard_cell_rows=33
export IMPL_grt_max_degree=21
export IMPL_chip_area_estimate_from_yosys_synthesis_sq_um=1150
export IMPL_max_freq_ghz=0.783
export IMPL_grt_pass1_wl_mm=5.15
export IMPL_top_layer_used="met3"
export IMPL_lay_top_count="sky130_fd_sc_hd__clkdlybuf4s50_1"
export IMPL_fin_hold_ws_ns=0.335
export IMPL_setup_worst_path_class="in -> reg"
export IMPL_cp_max_fo=20
export IMPL_fin_skew_ns=0
export IMPL_most_common_layout_cells="28 x sky130_fd_sc_hd__clkdlybuf4s50_1, 27 x sky130_fd_sc_hd__dlygate4sd2_1, 24 x sky130_fd_sc_hd__mux2_2, 24 x sky130_fd_sc_hd__edfxtp_1, 5 x sky130_fd_sc_hd__buf_12"
export IMPL_cp_cell_sequence="clkdlybuf4s50_1 -> buf_12 -> mux2_2"
export IMPL_fin_tns_setup_ns=0
export IMPL_tritoncts="yes"
export IMPL_maxSlewHeadroom_pct=92.4
export IMPL_detailroute_wirelength_met3_um=325
export IMPL_final_weighted_congestion_in_routability_driven_placement=0.725
export IMPL_fin_crit_ns=1.28
export IMPL_synth_stat_cells=61
export IMPL_arrival_time_of_data_at_the_critical_path_endpoint_ns=1.30
export IMPL_reg2reg_slack_ns=0.33
export IMPL_max_cap_violations=0
export IMPL_detailroute_via_count=732
export IMPL_antenna_found_initial=0
export IMPL_critical_path_slowest_cell="sky130_fd_sc_hd__clkdlybuf4s50_1"
export IMPL_root_buffer="sky130_fd_sc_hd__clkbuf_8"
export IMPL_drt_initial_drc_count=11
export IMPL_cts_htree_levels=1
export IMPL_track_usage_pct=5.29
export IMPL_synth_yosys_warnings=1
export IMPL_post_place_ws_ns=-0.267
export IMPL_placed_area_sq_um=1920
export IMPL_drive_above_1_share_pct=31.7
export IMPL_static_leakage_power_nw=0.698
export IMPL_wl_per_cell_um=14.5
export IMPL_detailedRoute_firstPassIterationCount=4
export IMPL_initial_utilization_pct=14.0
export IMPL_report_final_slew_viol_count=0
export IMPL_syn_area_sq_um=1150
export IMPL_synth_ff_latch_count=27
export IMPL_die_h_um=112
export IMPL_overflow=0
export IMPL_grt_pass1_vias=847
export IMPL_finalClockPeriodUsage_pct=98.2
export IMPL_worst_pin_slew_ns=0.114
export IMPL_core_area_sq_um=8220
export IMPL_drt_drc_violations_left=0
export IMPL_m1WireLength_mm=1.48
export IMPL_yosysUniqueCellTypes=9
export IMPL_io_pin_count=200
export IMPL_power_density_nw_per_um2=950
export IMPL_hold_vio_cnt_final=0
export IMPL_sequential_to_total_area_share_from_yosys_stat_pct=69.1
export IMPL_rsz_0062_raised_after_global_routing="no"
export IMPL_fillerInstances=851
export IMPL_io_buffer_count=55
export IMPL_cts_made_buffers=3
export IMPL_timing_hold_worst_class="in -> async"
export IMPL_layout_area_overhead_pct=68.8
export IMPL_ir_worst_vdd_v=0.000386
export IMPL_startpoint_type="input port"
export IMPL_outcome="complete, no violations"
export IMPL_clk_pin_slew_worst_paths_ns=0.09
export IMPL_max_stage_delay_ns=0.50
export IMPL_clk_latency_ns=0.26
export IMPL_route_met2_wl_mm=1.54
export IMPL_postLayoutCellArea_sq_um=1940
export IMPL_cp_buffers_inverters=2
export IMPL_cp_data_required_time_ns=1.32
export IMPL_drt_vias_per_instance=3.17
export IMPL_final_critical_path_setup_slack_ns=0.0229
export IMPL_fp_dieArea_sq_um=12500
export IMPL_diodes=0
export IMPL_cts_buffer_depth=2
export IMPL_syn_area_per_cell_sq_um=18.9
export IMPL_openroad_warning_count=169
export IMPL_clock_sink_count=27
export IMPL_routed_wirelength_mm=3.34
## stage by stage
stage | instances | power, mW | util [%]
floorplan | 61 | 1.15 | -
global placement | 226 | 1.47 | 23.4
detailed placement | 226 | 1.47 | 23.4
CTS | 231 | 1.88 | 23.6
global route | 231 | 1.97 | 23.6
finish | 231 | 1.85 | 23.6
## area by class of cell
type | count | area (sq um) | area share (%)
Multi-Input combinational cell | 30 | 319 | 16.4
Inverter | 1 | 3.75 | 0.193
Clock buffer | 3 | 41.3 | 2.12
Clock inverter | 1 | 5.00 | 0.258
Sequential cell | 27 | 796 | 41.0
Timing Repair Buffer | 64 | 647 | 33.3
Tap cell | 105 | 131 | 6.76
## worst min-delay path: stages
cell                              delay (ns)
sky130_fd_sc_hd__clkdlybuf4s50_1        0.45
sky130_fd_sc_hd__buf_4                  0.15
sky130_fd_sc_hd__inv_1                  0.10
## flip-flops by register name, summed over array words and instances (netlist names)
signal,count
port1_tx_data,8
port3_tx_data,8
port1_tx_ready,1
port3_tx_ready,1
port2_tx_data,8
port2_tx_ready,1
## path summary, 6_finish.rpt
| kind | start | to | cells past startpoint |
|---|---|---|---|
| worst max-delay path | port3_tx_valid | port2_tx_data[0] | 3 |
| worst min-delay path | reset | port1_tx_ready | 3 |
| worst max register to register | port1_tx_ready | port1_tx_ready | 2 |
| worst min register to register | port2_tx_ready | port2_tx_ready | 1 |
| max in group asynchronous | reset | port2_tx_ready | 3 |
| min in group clk0 | port2_tx_ready | port2_tx_ready | 1 |
## metal layers
layer,up-vias,track usage (%)
met5,-,0
met3,0,2.61
met4,0,0
met1,328,6.68
met2,38,8.59
li1,366,-
## cells by family after synthesis
family / synth area share (%)
AND/OR/NAND/NOR: 1.63
multiplexers: 23.5
flip-flops: 69.1
buffers and inverters: 3.15
AND-OR/OR-AND: 2.61
## what timing repair did
action / 4_1_cts / 5_1_grt
endpoints found under the setup margin: 27 / 0
buffers inserted: 1 / 0
resized: 27 / 0
hold buffers: 0 / 0
## synthesized netlist by cell type
cell                        n  area [sq um]
sky130_fd_sc_hd__edfxtp_1  24           721
sky130_fd_sc_hd__buf_4      1          7.51
sky130_fd_sc_hd__mux2_2    24           270
sky130_fd_sc_hd__dfrtp_1    3          75.1
sky130_fd_sc_hd__o21ba_2    3          30.0
sky130_fd_sc_hd__buf_6      1          11.3
sky130_fd_sc_hd__or3_1      3          18.8
sky130_fd_sc_hd__clkbuf_8   1          13.8
sky130_fd_sc_hd__inv_1      1          3.75
## where the power goes
| part | leakage, nW | switching (mW) | internal [mW] | total [mW] |
|---|---|---|---|---|
| registers | 0.256 | 0.0176 | 1.03 | 1.05 |
| clock network | 0.0255 | 0.247 | 0.214 | 0.461 |
| logic | 0.417 | 0.0994 | 0.237 | 0.336 |
Power figures rest on the tool's default switching activity, not on a simulated workload.
